===== flow/run.sh =====
#!/bin/bash
# OpenROAD 26Q1-2900-gdf79404cd8, Yosys 0.63+post, stock flow scripts
make -C /OpenROAD-flow-scripts/flow DESIGN_CONFIG=/design/flow/config.mk WORK_HOME=/design/flow/orfs finish

===== flow/config.mk =====
export PLATFORM = sky130hd
export DESIGN_NAME = VendingMoore
export DESIGN_NICKNAME = VendingMoore
export VERILOG_FILES = /design/flow/design.v
export SDC_FILE = /design/flow/constraint.sdc
export NUM_CORES = 4
export LEC_CHECK = 1
export CORE_AREA = 10 10 70 70
export DIE_AREA = 0 0 80 80

===== flow/constraint.sdc =====
current_design VendingMoore

set clk_period 1.6
set clk_io_pct 0.2

create_clock -name clk0 -period $clk_period [get_ports {clk}]

set non_clock_inputs [all_inputs -no_clocks]
set_input_delay [expr $clk_period * $clk_io_pct] -clock clk0 $non_clock_inputs
set_output_delay [expr $clk_period * $clk_io_pct] -clock clk0 [all_outputs]

===== flow/design.v =====
`timescale 1ns / 1ps
module VendingMoore(
    input clk,
    input reset,
	 input Nickel,
    input Dime,
    output reg Vend,
    output [1:0] State_out   
    );
	reg [1:0] present_state = 2'b00;
	reg [1:0] next_state = 2'b00;
	parameter [1:0]
		Zero_Cents		=	2'b00,   
		Five_Cents		=	2'b01,   
		Ten_Cents 		= 	2'b10;   
	assign State_out = present_state;
	always @(posedge clk or posedge reset)
		begin : register_generation
			if (reset) 
			present_state <= Zero_Cents;
			else 
			present_state <= next_state;
		end
	always @(present_state or Nickel or Dime)
		begin : next_state_logic
		next_state <= 2'bx;
		Vend <= 0;
			case (present_state)
				Zero_Cents:       
					begin
						if (!Dime & !Nickel) begin
							next_state <= Zero_Cents;
							    Vend <= 0;
							    end
						else if (!Dime & Nickel) begin
							next_state <= Five_Cents;
							    Vend <= 0;
							    end
						else if (Dime & !Nickel) begin
							next_state <= Ten_Cents;
							    Vend <= 0;
							    end
						else next_state <= 2'bx;  
					end
				Five_Cents:        
				begin
						if (!Dime & !Nickel) begin
							next_state <= Five_Cents;
							   Vend <= 0;
							   end
						else if (!Dime & Nickel) begin
							next_state <= Ten_Cents;
							   Vend <= 0;
							   end
						else if (Dime & !Nickel) begin
							next_state <= Zero_Cents;
							   Vend <= 1;
							   end
						else next_state <= 2'bx;   
					end
				Ten_Cents:     
				begin
						if (!Dime & !Nickel) begin
							next_state <= Ten_Cents;
							    Vend <= 0;
							    end
						else if (!Dime & Nickel) begin
							next_state <= Zero_Cents;
							    Vend <= 1;
							    end
						else if (Dime & !Nickel) begin
							next_state <= Zero_Cents;
							    Vend <= 1;
							    end
						else next_state <= 2'bx;
					end
				default:
					next_state <= Zero_Cents;  
			endcase
		end
endmodule

==> results.tsv <==
stage	metric	value	unit
status	status	complete, no violations	
clocking	ctsHtreeMaxLevel	1	
sta	fmax	654	MHz
synthesis	synthArstFlopShare	1.00	
detailed_routing	ant_nets	0	
synthesis	top_cells_by_count	9 x ha_1, 5 x inv_1, 3 x a22oi_1, 2 x dfrtp_1	
die	core_util_floorplan	0.0667	
power_and_ir_drop	seqPwrFrac	0.209	
job	warnings	32	
sta	period_used_share	0.956	
synthesis	synthFlopType	dfrtp_1	
placement	portBuffers	6	
detailed_routing	finalWirelength	612	um
critical_path	cp_slowest_stage_delay	0.46	ns
min_path	holdCritPathClass	input pin to async pin	
global_routing	grt_max_degree	4	
detailed_routing	via_per_inst	2.43	
detailed_routing	wl_per_cell	7.29	um
synthesis	postSynthSeqShare	0.220	
detailed_routing	vias	204	
clocking	root_buffer	clkbuf_4	
synthesis	synthTopCellsByArea	ha_1 49%, dfrtp_1 22%, a22oi_1 9.9%, inv_1 8.2%, or3b_1 3.8%	
sta	rsz0062_at_grt	false	
power_and_ir_drop	leakagePower	0.202	nW
critical_path	critPathLaunchType	register	
die	core_area	3420	um2
global_routing	grt_pass1_vias	250	
sta	finalHoldViolCount	0	
synthesis	largest_area_cell	ha_1	
synthesis	yosys_cells	23	
critical_path	crit_fanout	3	
power_and_ir_drop	switching_share	0.344	
placement	dpl.hpwl	473	um
clocking	cts_buffer_depth	2	
critical_path	critical_path_arrival	1.21	ns
final_layout	drive_above_1_share	0.474	
critical_path	crit_slowest_cell	clkdlybuf4s50_1	
global_routing	overflow	0	
synthesis	ys_ff	2	
clocking	clk_pin_slew	0.03	ns
power_and_ir_drop	clkPwrFrac	0.246	
sta	slew_headroom	0.891	
power_and_ir_drop	max-vdd-ir-drop	0.000243	V
power_and_ir_drop	powerDensity	1050	nW/um2
placement	place.gp.congestion	0.681	
critical_path	crit_type	register to output port	
synthesis	avgSynthCellArea	9.90	um2
power_and_ir_drop	power	0.477	mW
die	die_y	80	um
final_layout	seq_area	52.6	um2
synthesis	synth_top_cell_by_count	ha_1	
synthesis	syn_area	228	um2
clocking	clock_latency	0.23	ns
detailed_routing	drt_iter0_markers	5	
synthesis	syn_inst	23	
global_routing	grt_pass1_wl	1040	um
final_layout	largest_reg_flops	2	
critical_path	end_kind	output port	
global_routing	antenna_found_initial	0	
critical_path	cp.buffers_inverters	2	
sta	worst_pin_slew	0.163	ns
sta	finalCriticalPeriod	1.53	ns
die	io_pins	7	
sta	setup_viol	0	
detailed_routing	n_antenna_cell	0	
final_layout	largestRegisters	present_state (2)	
clocking	post-cts-setup-buffers	0	
synthesis	synth_cell_types	8	
critical_path	crit_chain	buf_4 > clkdlybuf4s50_1	
final_layout	combGateArea	201	um2
power_and_ir_drop	intPower	0.313	mW
synthesis	yosys_warnings	1	
sta	drv_slew	0	
clocking	cts_tree	done	
die	die-area	6400	um2
final_layout	regMostFlops	present_state	
power_and_ir_drop	pwr-share-comb	0.545	
clocking	cts.sinks	2	
final_layout	fillers	398	
synthesis	yosys-stat-area	228	um2
clocking	cts_buffers	3	
detailed_routing	drc	0	
synthesis	edf_count	0	
sta	whs	0.255	ns
detailed_routing	firstDrtPassIters	4	
die	dieWidth	80	um
synthesis	yosysTopAreaCellShare	0.495	
critical_path	crit_family	buffers and inverters	
power_and_ir_drop	switching_power	0.164	mW
job	maxCapViolCount	0	
critical_path	crit_required	1.28	ns
die	rows	21	
sta	fin_skew	0.00335	ns
final_layout	syn2layout_area_growth	99.5	%
global_routing	track_usage	0.0199	
[layout make-up]
class	instances	area share
clock buffer	3	0.0496
multi-input combinational	16	0.444
sequential	2	0.116
inverter	5	0.0413
tap	46	0.127
timing repair buffer	12	0.223
[per-stage QoR]
stage                     area [um2]  TNS [ns]  setup slack [ns]  utilization  instances
after floorplan                  228         0             0.466            -         23
after global placement           390    -0.595            -0.509        0.114         81
after detailed placement         390    -0.609            -0.494        0.114         81
after CTS                        452         0           0.00115        0.132         84
after global routing             454         0            0.0138        0.133         84
final                            454         0            0.0699        0.133         84
[layout by cell type (no fill, tap or decap), drive strengths merged]
cell type      n
a21oi          1
a22oi          3
buf            7
clkbuf         3
clkdlybuf4s50  3
dfrtp          2
dlygate4sd2    2
ha             9
inv            5
nor2           1
nor2b          1
or3b           1
[timing repair]
action                     in CTS  in global routing
hold buffers                    0                  0
cloned                          0                  0
hold endpoints to repair        0                  0
pin swaps                       3                  0
gates resized                  14                  2
setup endpoints to repair       1                  3
[power groups by stage]
| stage | clock network, mW | registers (mW) | logic [mW] |
|---|---|---|---|
| CTS | 0.128 | 0.0959 | 0.255 |
| global route | 0.130 | 0.103 | 0.288 |
| finish | 0.117 | 0.0996 | 0.260 |
[final timing paths]
path	start	to	slack [ns]	cells after the start
max in group asynchronous	reset	present_state[1]	1.22	2
min in group clk0	Nickel	present_state[1]	0.74	5
setup reg to reg	present_state[1]	present_state[1]	0.36	4
setup / recovery	present_state[1]	State_out[1]	0.07	2
hold reg to reg	present_state[0]	present_state[0]	0.75	3
hold / removal	reset	present_state[0]	0.25	2
[logic make-up (layout without fill, tap and decap cells)]
logic type,after synthesis,count (layout),synth area share
AOI/OAI and AO/OA,4,4,0.121
DFF,2,2,0.220
and+or+nand+nor,3,3,0.0824
buffers and inverters,5,20,0.0824
adders and majority gates,9,9,0.495
[layer usage]
metal	global-route usage	vias up	routed length, um	share of wire
met1	0.0272	91	342	0.56
met2	0.0257	7	206	0.34
met4	0.00528	0	0	0
met5	0	-	0	0
li1	-	106	-	-
met3	0.0114	0	63	0.10
Power is estimated from default activity; no workload was simulated.
